## design/flow/run.sh

```bash
#!/bin/bash
# OpenROAD 26Q1-2900-gdf79404cd8, Yosys 0.63+post, stock flow scripts
make -C /OpenROAD-flow-scripts/flow DESIGN_CONFIG=/design/flow/config.mk WORK_HOME=/design/flow/orfs finish
```

## design/flow/config.mk

```make
export PLATFORM = sky130hd
export DESIGN_NAME = hex_decoder
export DESIGN_NICKNAME = hex_decoder
export VERILOG_FILES = /design/flow/design.v
export SDC_FILE = /design/flow/constraint.sdc
export NUM_CORES = 4
export LEC_CHECK = 1
export CORE_AREA = 10 10 70 70
export DIE_AREA = 0 0 80 80
```

## design/flow/constraint.sdc

```tcl
current_design hex_decoder

set clk_period 1.2
set clk_io_pct 0.2

create_clock -name clk0 -period $clk_period [get_ports {clk}]

set non_clock_inputs [all_inputs -no_clocks]
set_input_delay [expr $clk_period * $clk_io_pct] -clock clk0 $non_clock_inputs
set_output_delay [expr $clk_period * $clk_io_pct] -clock clk0 [all_outputs]
```

## design/flow/design.v

```verilog
module hex_decoder(input clk, input [3:0] binary_num, output reg [6:0] hex_num);
always @(posedge clk)
	begin
		case (binary_num)
			4'd0:
				  hex_num <= 7'b1000000;			
			4'd1:
				  hex_num <= 7'b1111001;
			4'd2:
				  hex_num <= 7'b0100100;
			4'd3:
				  hex_num <= 7'b0110000;
			4'd4:
				  hex_num <= 7'b0011001;
			4'd5:
				  hex_num <= 7'b0010010;
			4'd6:
				  hex_num <= 7'b0000010;
			4'd7:
				  hex_num <= 7'b1111000;
			4'd8:
				  hex_num <= 7'b0000000;
			4'd9:
				  hex_num <= 7'b0010000;
			4'd10:
				  hex_num <= 7'b1000000;
			4'd11:
				  hex_num <= 7'b1111001;
			4'd12:
				  hex_num <= 7'b0100100;
			4'd13:
				  hex_num <= 7'b0110000;
			4'd14:
				  hex_num <= 7'b0011001;
			4'd15:
				  hex_num <= 7'b0010010;
		endcase
	end
endmodule
```

==> flow_metrics.env <==
# implementation run metrics
export IMPL_ioPinCount=12
export IMPL_yosys_area_share_simple_pct=10.0
export IMPL_top_cell="dfxtp_1"
export IMPL_ys_area_sq_um=399
export IMPL_maxCapViolations=0
export IMPL_hold_path_class="in -> reg"
export IMPL_num_antenna_cells=0
export IMPL_clock_path_buffers=2
export IMPL_required_ns=1.32
export IMPL_end_kind="flip-flop"
export IMPL_grt_pass1_vias=297
export IMPL_ys_sh_mux_pct=20.1
export IMPL_cellPowerDensity_mw_per_mm2=915
export IMPL_antenna_found_initial=0
export IMPL_dr_pass1_iters=2
export IMPL_post_dp_hpwl_um=680
export IMPL_met3_length_um=159
export IMPL_switchingPower_uw=127
export IMPL_top_regs="hex_num (7)"
export IMPL_clkSlewWorstSetupHoldPaths_ns=0.05
export IMPL_h_tree_depth=1
export IMPL_drt_met1_wl_um=316
export IMPL_flop_cell="dfxtp_1"
export IMPL_postRouteAntennaNets=0
export IMPL_top_area_cell="dfxtp_1"
export IMPL_power_leakage_nw=0.298
export IMPL_p_comb_share_pct=21.6
export IMPL_holdPathStages=2
export IMPL_fin_crit_sh_pct=97.2
export IMPL_status="completed"
export IMPL_grt_setup_unrepaired="false"
export IMPL_fmax_mhz=857
export IMPL_die_area_sq_mm=0.00640
export IMPL_max_slew_margin_rel_pct=87.2
export IMPL_regArea_sq_um=140
export IMPL_grtUsageTotal_pct=2.29
export IMPL_vdd_drop_max_mv=0.158
export IMPL_route_detailed_drc=0
export IMPL_numPortBuffers=11
export IMPL_largest_reg_flops=7
export IMPL_max_slew_worst_pin_slew_ns=0.191
export IMPL_core_area_sq_mm=0.00342
export IMPL_async_flop_share_pct=0
export IMPL_grt_max_degree=9
export IMPL_top_register="hex_num"
export IMPL_yosys_cells=34
export IMPL_worstHoldEndpoint="hex_num[1]"
export IMPL_grt_pass1_wl_um=1220
export IMPL_top_layer="met4"
export IMPL_area_leaders="dfxtp_1 35%, ha_1 19%, mux4_1 6.6%, mux4_2 5.6%, mux2i_1 5.0%"
export IMPL_swShare_pct=21.6
export IMPL_p_seq_share_pct=43.9
export IMPL_synthTopLogicFamily="multiplexers"
export IMPL_start_kind="input pin"
export IMPL_finalNonFillerCells=101
export IMPL_first_iter_violations=7
export IMPL_p_clk_share_pct=34.5
export IMPL_synth_warnings=1
export IMPL_hp_start="binary_num[2]"
export IMPL_postCtsSetupBuffers=0
export IMPL_slew_viol_final=0
export IMPL_cts_root_buffer="clkbuf_4"
export IMPL_grt_remaining_overflow=0
export IMPL_intPower_uw=460
export IMPL_vias_per_cell=2.92
export IMPL_path_max_fanout=3
export IMPL_drive_gt1_share_pct=36.4
export IMPL_ys_sh_adder_pct=18.8
export IMPL_finalWeightedCongestion=0.683
export IMPL_wl_met2_um=271
export IMPL_netlist_area_sq_um=399
export IMPL_xor_area_share_pct=4.39
export IMPL_ys_ff=7
export IMPL_warnings=30
export IMPL_cts_tree="yes"
export IMPL_yosysUniqueCellTypes=18
export IMPL_synth_top_area_share_pct=35.1
export IMPL_fp_dieH_um=80
export IMPL_initCoreUtil_pct=11.7
export IMPL_edf_count=0
export IMPL_critPathArrivalTime_ns=1.29
export IMPL_postSynthSeqShare_pct=35.1
export IMPL_numCtsBuffers=3
export IMPL_setup_tns_ns=0
export IMPL_area_delta_synth_final_pct=60.8
export IMPL_top_cells_by_count="7 x dfxtp_1, 6 x ha_1, 3 x inv_1"
export IMPL_placed_cells=97
export IMPL_syn_instance_count=34
export IMPL_fillers=385
export IMPL_wirelength_um=770
export IMPL_clock_sinks=7
export IMPL_layout_area_comb_sq_um=245
export IMPL_wire_per_inst_um=7.62
export IMPL_compound_area_share_pct=4.70
export IMPL_criticalPathCategory="in -> reg"
export IMPL_hold_violations=0
export IMPL_rows=21
export IMPL_die_w_um=80
export IMPL_syn_area_per_cell_sq_um=11.7
export IMPL_setup_viol=0
export IMPL_min_period_ns=1.17
export IMPL_vias=295
-- placed cells by master, fill, tap and decap left out --
master / n
inv_2: 2
and3b_2: 1
buf_4: 7
a211o_1: 1
nand2b_1: 1
buf_6: 1
ha_4: 1
nor2b_1: 1
clkdlybuf4s50_1: 1
o21ai_0: 1
mux2_2: 1
mux2i_1: 2
inv_1: 1
clkbuf_1: 1
o21ai_1: 1
ha_1: 3
clkbuf_4: 3
mux4_2: 2
nor3_1: 1
ha_2: 2
xor2_1: 2
nand3_1: 1
nand3b_1: 1
dfxtp_1: 7
dlygate4sd2_1: 10
-- layout make-up --
cell class,instances,share of cell area [%]
repair buffers,19,25.1
well taps,46,8.97
clock buffers,4,4.09
flip-flops and latches,7,21.8
inverters,3,1.75
multi-input cells,22,38.2
-- power by group through the flow --
stage / logic, mW / registers [mW] / clock network (mW)
final: 0.127 / 0.258 / 0.203
after global routing: 0.143 / 0.260 / 0.225
after CTS: 0.129 / 0.258 / 0.210
-- worst max path at each step --
stage,start,cells after the start,slack [ns],end
after CTS,binary_num[1],4,0.02,hex_num[0]
after global routing,binary_num[1],5,0.00007,hex_num[3]
final,binary_num[1],5,0.03,hex_num[3]
-- stage by stage --
stage / total power, mW / utilization [%] / area [sq um] / hold WS, ns / worst slack, ns
6_report: 0.588 / 18.8 / 642 / 0.465 / 0.0333
5_1_grt: 0.629 / 18.8 / 642 / 0.484 / 0.0000711
4_1_cts: 0.597 / 18.6 / 637 / 0.473 / 0.0216
3_5_place_dp: 0.402 / 17.9 / 611 / 0.915 / -0.538
3_3_place_gp: 0.398 / 17.9 / 611 / 0.917 / -0.494
2_1_floorplan: 0.317 / - / 399 / 0.423 / 0.0228
-- cell families (layout without fill, tap and decap cells) --
| logic type | after synthesis | count (layout) |
|---|---|---|
| AND-OR/OR-AND | 3 | 3 |
| XOR/XNOR | 2 | 2 |
| adder cells (fa/ha/maj) | 6 | 6 |
| buffers and inverters | 5 | 26 |
| flip-flops | 7 | 7 |
| multiplexers | 5 | 5 |
| AND/OR/NAND/NOR | 6 | 6 |
-- critical path: stages --
cell and delay, ns:
dlygate4sd2_1 0.24, inv_2 0.07, ha_4 0.26, inv_1 0.03
mux4_2 0.43
-- timing repair --
action                     CTS  global route
hold buffers                 0             0
setup endpoints to repair   12             3
resized                     15             3
hold endpoints to repair     0             0
-- metal layers --
layer  up-vias  GRT usage (%)
met4         0          0.704
met2        15           3.05
met1       121           2.79
met5         -              0
li1        156              -
met3         3           1.70
No activity file was given, so power comes from the tool's default toggle rates.
