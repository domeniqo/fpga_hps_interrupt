File: flow/design.v
module counter (
	input clk,
	input rst,
	input [9:0] value,
	output reg done);
	reg [9:0] cntr;
	always@(posedge clk)
	begin
		if(!rst || !cntr) cntr <= value;
		else cntr <= cntr - 1;
	end
 	always@(posedge clk)
	begin
		if(cntr == 1) done = 1;
		else done = 0;
	end
endmodule
File: flow/run.sh
#!/bin/bash
# OpenROAD 26Q1-2900-gdf79404cd8, Yosys 0.63+post, stock flow scripts
make -C /OpenROAD-flow-scripts/flow DESIGN_CONFIG=/design/flow/config.mk WORK_HOME=/design/flow/orfs finish
File: flow/config.mk
export PLATFORM = sky130hd
export DESIGN_NAME = counter
export DESIGN_NICKNAME = counter
export VERILOG_FILES = /design/flow/design.v
export SDC_FILE = /design/flow/constraint.sdc
export NUM_CORES = 4
export LEC_CHECK = 1
export CORE_AREA = 10 10 70 70
export DIE_AREA = 0 0 80 80
File: flow/constraint.sdc
current_design counter

set clk_period 3.5
set clk_io_pct 0.2

create_clock -name clk0 -period $clk_period [get_ports {clk}]

set non_clock_inputs [all_inputs -no_clocks]
set_input_delay [expr $clk_period * $clk_io_pct] -clock clk0 $non_clock_inputs
set_output_delay [expr $clk_period * $clk_io_pct] -clock clk0 [all_outputs]
==> flow_metrics.py <==
# Metrics from the implementation run
metrics = {
    "status": {
        "status": "completed",
    },
    "cells_and_area": {
        "lay_top_cells": "clkdlybuf4s50_1 (12), nand2_1 (11), dfxtp_1 (11), o21ai_1 (5)",
        "fin_cells": 123,
        "mostFrequentLayoutCell": "clkdlybuf4s50_1",
        "area_growth_pct": 33.1,
        "postLayoutCellArea_um2": 764,
        "n_fill_cell": 378,
        "drive_above_1_share_pct": 15.6,
    },
    "clock_network": {
        "cts_inserted_buffers": 3,
        "cts_tree": "done",
        "cts.path.max_buffers": 2,
        "hold_buffers": 0,
        "worstSkewPairLatency_ns": 0.26,
        "cts-resized-gates": 0,
        "root_buffer": "clkbuf_4",
        "cts_num_sinks": 11,
        "htree_levels": 1,
        "clk_pin_slew_worst_paths_ns": 0.07,
        "cts_setup_buffers": 0,
    },
    "critical_path": {
        "worstPathCellList": "clkdlybuf4s50_1",
        "cp-start-kind": "flip-flop",
        "critPathMaxStageDelay_ns": 0.45,
        "critPathBufInv": 1,
        "worst_r2r_endpoint": "cntr[6]",
        "r2r-start": "cntr[0]",
        "reg2regPathDepth": 6,
        "worstPathRequired_ns": 2.80,
        "critical_path.top_delay_family": "buffers and inverters",
        "criticalPathCategory": "flip-flop to output port",
        "crit_arrival_ns": 1.02,
        "slowest_stage": "clkdlybuf4s50_1",
        "cp_max_fo": 1,
        "reg2reg_setup_slack_ns": 1.91,
        "worstSetupEndpointType": "output port",
    },
    "min_path": {
        "hold_path_class": "flip-flop to flip-flop",
        "min_from": "cntr[8]",
        "hold_path_depth": 2,
        "min_to": "cntr[8]",
    },
    "synthesis": {
        "ys.flops": 11,
        "syn_area_per_cell_um2": 9.26,
        "yosys_cells": 62,
        "ys.warnings.count": 1,
        "synth_area_um2": 574,
        "synth_seq_share_pct": 38.3,
        "yosysUniqueCellTypes": 24,
        "ys_area_um2": 574,
        "syn_inst": 62,
    },
    "drt": {
        "postRouteAntennaNets": 0,
        "drc": 0,
        "wl_per_cell_um": 9.63,
        "antenna_cells": 0,
        "routed_wl_mm": 1.18,
        "drt-initial-drc-count": 25,
        "drtPass1Iterations": 4,
        "vias": 440,
        "vias_per_cell": 3.58,
    },
    "pwr": {
        "p_leak_nw": 0.282,
        "power.density_nw_per_um2": 415,
        "peakVddDrop_mv": 0.0970,
    },
    "global_routing": {
        "globalRouteTotalUtil_pct": 3.89,
        "grt_max_degree": 19,
        "grt_pass1_wl_mm": 2.06,
        "grt_overflow": 0,
        "grt_pass1_vias": 474,
        "antenna_found_initial": 0,
    },
    "sta": {
        "finalMaxSlewViolations": 0,
        "skew_ns": 0.00505,
        "post-route-min-period_ns": 1.72,
        "worst_slew_pin_slew_ns": 0.379,
        "hold_violations": 0,
        "fmax_mhz": 582,
        "worst_slack_ns": 1.78,
        "fin_setup_tns_ns": 0,
        "rsz0062_at_grt": "false",
        "finalSetupViolations": 0,
        "max_slew_margin_pct": 74.5,
        "timing.final.crit_share_pct": 49.1,
    },
    "floorplan": {
        "chip_area_um2": 6400,
        "fp.dieH_um": 80,
        "fp.dieW_um": 80,
        "ioPinCount": 13,
        "num_rows": 21,
        "coreArea_um2": 3420,
        "fp_util_pct": 16.8,
    },
    "placement": {
        "place_hpwl_um": 971,
        "dpl.cell_count": 119,
        "place_area_um2": 737,
        "place_ws_ns": 1.60,
        "port_buffers": 12,
        "place.gp.congestion": 0.707,
    },
    "flow_run": {
        "cap_violations": 0,
        "tool_warnings": 26,
    },
}
-- final cells by class --
cell class	instances	area, µm²	area share, %
Inverter	4	15.0	1.96
Multi-Input combinational cell	46	324	42.4
Tap cell	46	57.6	7.53
Clock inverter	1	5.00	0.655
Clock buffer	3	22.5	2.95
Sequential cell	11	220	28.8
Timing Repair Buffer	12	120	15.7
-- cell usage after synthesis, drive strengths merged --
| library cell | instances | share of area [%] |
|---|---|---|
| o31a | 1 | 1.5 |
| nor3 | 2 | 2.6 |
| dfxtp | 11 | 38 |
| xor2 | 3 | 4.6 |
| nor2b | 1 | 1.1 |
| o22ai | 1 | 1.1 |
| a41o | 1 | 3.7 |
| nor2 | 4 | 2.6 |
| buf | 1 | 2.6 |
| and4 | 1 | 1.7 |
| nand3 | 2 | 1.7 |
| a21oi | 1 | 0.87 |
| nor4 | 2 | 5.9 |
| nand2 | 11 | 7.2 |
| inv | 4 | 2.6 |
| xnor2 | 3 | 4.6 |
| o2bb2ai | 1 | 1.5 |
| o21ai | 9 | 9.8 |
| ha | 2 | 4.4 |
| or3b | 1 | 1.5 |
-- routing by layer --
metal	vias to the layer above	wire, µm	GRT usage (%)
met1	189	544	5.05
met5	-	0	0
met2	6	571	6.02
li1	245	-	-
met4	0	0	0.528
met3	0	67	1.59
-- registers in the layout, indices dropped and copies added (netlist names) --
register / cells
cntr: 10
done: 1
-- worst max-delay path by stage --
stage	from	to	slack, ns	depth (start not counted)
CTS	done	done	1.75	1
global route	done	done	1.73	1
finish	done	done	1.78	1
-- stage by stage --
stage | utilization [%] | total power, mW | hold WS [ns]
floorplan | - | 0.213 | 0.452
global placement | 21.6 | 0.233 | 0.471
detailed placement | 21.6 | 0.236 | 0.483
CTS | 22.4 | 0.324 | 0.494
global route | 22.4 | 0.340 | 0.520
finish | 22.4 | 0.317 | 0.493
-- kinds of logic after synthesis --
family / Yosys count / share of synthesized area, %
simple gates: 24 / 24.4
fa+ha+maj: 2 / 4.36
compound gates: 14 / 18.5
xor+xnor: 6 / 9.15
buf+inv: 5 / 5.23
flops: 11 / 38.3
-- report_power, final --
group	internal (mW)	total, mW	switching [mW]	leakage (nW)
Clock	0.0422	0.0843	0.0421	0.0177
Sequential	0.141	0.163	0.0218	0.0923
Combinational	0.0383	0.0695	0.0312	0.172
Power and IR drop assume default switching activity.
